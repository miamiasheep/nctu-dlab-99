<file path="/design/flow/config.mk">
export PLATFORM = sky130hd
export DESIGN_NAME = STACK
export DESIGN_NICKNAME = STACK
export VERILOG_FILES = /design/flow/design.v
export SDC_FILE = /design/flow/constraint.sdc
export NUM_CORES = 4
export LEC_CHECK = 1
export CORE_UTILIZATION = 40
</file>
<file path="/design/flow/constraint.sdc">
current_design STACK

set clk_period 6.6
set clk_io_pct 0.2

create_clock -name clk0 -period $clk_period [get_ports {CLK}]

set non_clock_inputs [all_inputs -no_clocks]
set_input_delay [expr $clk_period * $clk_io_pct] -clock clk0 $non_clock_inputs
set_output_delay [expr $clk_period * $clk_io_pct] -clock clk0 [all_outputs]
</file>
<file path="/design/flow/design.v">
module STACK(
	input CLK, RESET, OP, IN_VALID,
	input [3:0] IN,
	output reg [5:0] OUT,
	output reg OUT_VALID
);
reg [3:0] stack[3:0];
integer top = -1;
integer i;
reg ng;
always @(posedge CLK)
begin
	if (RESET) reset();
	else begin
		if (IN_VALID) begin
			ng = 1;
			case (OP)
				1'b0:
					pop();
				1'b1:
					push();
			endcase
		end
		if (OUT_VALID) begin
			OUT = 0;
			OUT_VALID = 0;
		end else if (!IN_VALID && ng) begin
			ng = 0;
			getresult();
		end
	end
end
task pop;
	begin
		if (top > -1) begin
			stack[top] = 0;
			top = top - 1;
		end
	end
endtask
task push;
	begin
		if (top < 3) begin
			top = top + 1;
			stack[top] = IN;
		end
	end
endtask
task getresult;
	begin
		OUT = 0;
		if (top > -1) begin
			OUT_VALID = 1;
			OUT = stack[0] + stack[1] + stack[2] + stack[3];
		end else
			OUT_VALID = 0;
	end
endtask
task reset;
	begin
		ng = 0;
		top = -1;
		OUT_VALID = 0;
		OUT = 0;
		stack[0] = 0;
		stack[1] = 0;
		stack[2] = 0;
		stack[3] = 0;
	end
endtask
endmodule
</file>
<file path="/design/flow/run.sh">
#!/bin/bash
# OpenROAD 26Q1-2900-gdf79404cd8, Yosys 0.63+post, stock flow scripts
make -C /OpenROAD-flow-scripts/flow DESIGN_CONFIG=/design/flow/config.mk WORK_HOME=/design/flow/orfs finish
</file>
==> flow_summary.html <==
<p>Metrics extracted from the flow reports.</p>
<table>
<tr><th>Metric</th><th>Value</th></tr>
<tr><th colspan="2">Yosys</th></tr>
<tr><td>AND/OR/NAND/NOR Cells, Area Fraction</td><td>0.298</td></tr>
<tr><td>XOR Share, Synth</td><td>0.0471</td></tr>
<tr><td>Dominant register cell</td><td>sky130_fd_sc_hd__dfxtp_1</td></tr>
<tr><td>Share of cell area taken by muxes after synthesis</td><td>0.0142</td></tr>
<tr><td>Synthesized cell area</td><td>3530 sq um</td></tr>
<tr><td>Syn avg cell area</td><td>8.43 sq um</td></tr>
<tr><td>Area figure in the yosys stat output</td><td>3530 sq um</td></tr>
<tr><td>Syn. warnings</td><td>2</td></tr>
<tr><td>Post-Synthesis Cells</td><td>419</td></tr>
<tr><td>Flop and latch count out of synthesis</td><td>56</td></tr>
<tr><td>Yosys stat cell total</td><td>419</td></tr>
<tr><td>Post-synthesis compound-gate area fraction</td><td>0.193</td></tr>
<tr><td>Cell type contributing the most total cell area after synthesis</td><td>sky130_fd_sc_hd__dfxtp_1</td></tr>
<tr><td>Netlist cell types</td><td>62</td></tr>
<tr><td>Proportion of register bits with asynchronous set or reset after synthesis</td><td>0</td></tr>
<tr><td>Synth Seq Share</td><td>0.318</td></tr>
<tr><td>Largest cells by area after synthesis</td><td>sky130_fd_sc_hd__dfxtp_1 (32%), sky130_fd_sc_hd__fa_1 (4.5%), sky130_fd_sc_hd__nand2_1 (4.1%), sky130_fd_sc_hd__a22o_1 (3.5%), sky130_fd_sc_hd__xor2_1 (3.5%)</td></tr>
<tr><td>Main combinational cell family by area after synthesis</td><td>simple AND/OR/NAND/NOR gates</td></tr>
<tr><td>Fa+ha+maj area frac</td><td>0.0773</td></tr>
<tr><td>EDFF count, synth</td><td>0</td></tr>
<tr><td>Share of Yosys cell area claimed by the top area cell type</td><td>0.318</td></tr>
<tr><th colspan="2">Routing</th></tr>
<tr><td>Residual DRC</td><td>0</td></tr>
<tr><td>Via count</td><td>3,051</td></tr>
<tr><td>Number of search-and-repair iterations in the first detailed-routing pass</td><td>5</td></tr>
<tr><td>Via-to-Cell Ratio</td><td>5.80</td></tr>
<tr><td>Count of antenna diodes in the layout</td><td>0</td></tr>
<tr><td>Routed wire length</td><td>8310 microns</td></tr>
<tr><td>Post-route ant nets</td><td>0</td></tr>
<tr><td>Routed len/inst</td><td>15.8 microns</td></tr>
<tr><td>First-iteration detailed-routing DRC count</td><td>183</td></tr>
<tr><th colspan="2">Clock network</th></tr>
<tr><td>Buffer count from post-CTS setup fixing</td><td>0</td></tr>
<tr><td>Number of buffers inserted for hold repair after clock tree synthesis</td><td>0</td></tr>
<tr><td>Post-CTS sizing</td><td>0</td></tr>
<tr><td>Clock root cell</td><td>sky130_fd_sc_hd__clkbuf_8</td></tr>
<tr><td>Clock tree from TritonCTS</td><td>built</td></tr>
<tr><td>H-Tree Depth</td><td>2</td></tr>
<tr><td>Insertion delay at the late pin of the worst-skew pair</td><td>310 ps</td></tr>
<tr><td>Clock transition at the register clock pins on the worst setup and hold paths after CTS</td><td>100 ps</td></tr>
<tr><td>Clk sink count</td><td>56</td></tr>
<tr><td>Number of CTS-inserted buffers</td><td>5</td></tr>
<tr><td>Maximum clock insertion buffer count</td><td>2</td></tr>
<tr><th colspan="2">Final timing</th></tr>
<tr><td>Total Negative Setup Slacks</td><td>0 ps</td></tr>
<tr><td>Final-report setup violation count</td><td>0</td></tr>
<tr><td>Total count of max-transition violations in the final report</td><td>0</td></tr>
<tr><td>Crit share post-route</td><td>0.799</td></tr>
<tr><td>RSZ-0062 raised after global routing</td><td>false</td></tr>
<tr><td>Post-layout minimum cycle time</td><td>5270 ps</td></tr>
<tr><td>Worst slew pin tran</td><td>763 ps</td></tr>
<tr><td>Highest Clock Rate</td><td>0.190 GHz</td></tr>
<tr><td>Relative max-transition margin</td><td>0.490</td></tr>
<tr><td>Clock skew</td><td>6.46 ps</td></tr>
<tr><td>Final hold vios</td><td>0</td></tr>
<tr><th colspan="2">Layout</th></tr>
<tr><td>Layout overhead on the synthesized area</td><td>8.82%</td></tr>
<tr><td>Post-route cell area</td><td>3840 sq um</td></tr>
<tr><td>Filler cell count in the final layout</td><td>827</td></tr>
<tr><td>Seq. cell area</td><td>1120 sq um</td></tr>
<tr><td>Combinational cell area excluding buffers and inverters</td><td>2220 sq um</td></tr>
<tr><td>Fraction of layout cells with a size suffix above 1</td><td>0.0713</td></tr>
<tr><th colspan="2">Floorplanning</th></tr>
<tr><td>Num rows</td><td>33</td></tr>
<tr><td>Core area</td><td>8380 sq um</td></tr>
<tr><td>Die outline area</td><td>9210 sq um</td></tr>
<tr><td>Number of top-level design ports</td><td>15</td></tr>
<tr><td>Floorplan utilization</td><td>0.421</td></tr>
<tr><td>X dimension of the die</td><td>96.0 microns</td></tr>
<tr><td>Chip height</td><td>96.0 microns</td></tr>
<tr><th colspan="2">Setup path</th></tr>
<tr><td>Setup crit start kind</td><td>primary input</td></tr>
<tr><td>Crit-path max FO</td><td>16</td></tr>
<tr><td>Register-to-register setup slack</td><td>2190 ps</td></tr>
<tr><td>Crit path DRT</td><td>6810 ps</td></tr>
<tr><td>Category of the most critical setup path</td><td>in2reg</td></tr>
<tr><td>Data arrival time of the worst path</td><td>5490 ps</td></tr>
<tr><td>Endpoint class of the critical path</td><td>flip-flop</td></tr>
<tr><th colspan="2">Place</th></tr>
<tr><td>Final weighted congestion in routability-driven placement</td><td>0.955</td></tr>
<tr><td>Cell area after placement</td><td>3730 sq um</td></tr>
<tr><td>PortBufs</td><td>14</td></tr>
<tr><td>Detailed Place HPWL</td><td>5980 microns</td></tr>
<tr><th colspan="2">Global route</th></tr>
<tr><td>Global Route met3 Usage</td><td>0.0225</td></tr>
<tr><td>Leftover overflow at the end of global routing</td><td>0</td></tr>
<tr><td>Most congested layer reported by global routing</td><td>met2</td></tr>
<tr><td>First-pass GRT wire length</td><td>14,100 microns</td></tr>
<tr><td>Total global routing track utilization</td><td>0.201</td></tr>
<tr><td>Met1 GRT Util</td><td>0.308</td></tr>
<tr><td>Met2 Resource Use GR</td><td>0.317</td></tr>
<tr><td>Number of global-route vias before repair</td><td>2,865</td></tr>
<tr><td>Maximum number of pins on one net before global-route repair</td><td>27</td></tr>
<tr><td>Initial antenna violation count</td><td>0</td></tr>
<tr><th colspan="2">Power</th></tr>
<tr><td>Proportion of power drawn by the clock network</td><td>0.261</td></tr>
<tr><td>Power density over the cells</td><td>222 nW/um^2</td></tr>
<tr><td>Share of total power in sequential cells</td><td>0.456</td></tr>
<tr><td>P_int</td><td>0.000564 W</td></tr>
<tr><td>Switching portion of total power</td><td>0.339</td></tr>
<tr><td>Net switching power</td><td>0.000290 W</td></tr>
<tr><td>Static power due to leakage</td><td>1.43 nW</td></tr>
<tr><td>Worst supply voltage drop on vdd</td><td>0.138 mV</td></tr>
<tr><td>Combinational power share</td><td>0.282</td></tr>
<tr><th colspan="2">Run status</th></tr>
<tr><td>Run status</td><td>completed</td></tr>
<tr><th colspan="2">Worst hold path</th></tr>
<tr><td>Type of the tightest min-delay check</td><td>reg2reg</td></tr>
<tr><th colspan="2">Job</th></tr>
<tr><td># Max-Cap Violations</td><td>0</td></tr>
<tr><td>Number of warnings in the stage logs</td><td>28</td></tr>
</table>
worst max-delay path, cell delays in order:
cell,delay (ps)
sky130_fd_sc_hd__clkdlybuf4s50_1,820
sky130_fd_sc_hd__and2_1,380
sky130_fd_sc_hd__nand2_1,110
sky130_fd_sc_hd__nor4_2,240
sky130_fd_sc_hd__a22oi_1,210
sky130_fd_sc_hd__a2bb2o_1,360
sky130_fd_sc_hd__fa_1,510
sky130_fd_sc_hd__inv_1,60
sky130_fd_sc_hd__fa_1,550
sky130_fd_sc_hd__inv_1,50
sky130_fd_sc_hd__ha_1,280
sky130_fd_sc_hd__a21o_1,150
sky130_fd_sc_hd__a21oi_1,160
sky130_fd_sc_hd__xnor2_1,80
sky130_fd_sc_hd__a22o_1,190
metal layers:
metal  up-vias  wire length, microns
met5         -                     0
met4         0                   140
met3        15                   358
met2        93                  3690
met1      1402                  4110
li1       1541                     -
state kept, by name, summed over array words and instances (netlist names):
| register | flops |
|---|---|
| ng | 1 |
| OUT_VALID | 1 |
| OUT | 6 |
| stack | 16 |
| top | 32 |
Yosys cell counts (all sizes together) (4+ instances only):
cell and instances:
nand2 42, a22oi 5, a31oi 4, and4 7
mux2i 5, inv 21, o2bb2ai 4, nor2b 5
xnor2 5, buf 10, o21ai 14, fa 8
and3 5, or4 5, or3 9, a32oi 5
nand4 12, nor3 19, xor2 14, a22o 14
nor2 28, ha 9, clkbuf 15, nor4 13
a21oi 9, o31ai 7, and2 13, dfxtp 56
nand3 24
placed cells by master (no fill, tap or decap), types with 6 or more instances in the layout:
cell / Yosys / routed
sky130_fd_sc_hd__fa_1: 8 / 8
sky130_fd_sc_hd__and2_1: 13 / 13
sky130_fd_sc_hd__dfxtp_1: 56 / 56
sky130_fd_sc_hd__nand2_1: 39 / 39
sky130_fd_sc_hd__a22o_1: 14 / 14
sky130_fd_sc_hd__nand3_1: 23 / 23
sky130_fd_sc_hd__clkdlybuf4s50_1: 0 / 14
sky130_fd_sc_hd__xor2_1: 14 / 14
sky130_fd_sc_hd__nand4_1: 10 / 10
sky130_fd_sc_hd__ha_1: 9 / 9
sky130_fd_sc_hd__a21oi_1: 9 / 9
sky130_fd_sc_hd__o21ai_0: 13 / 13
sky130_fd_sc_hd__and4_1: 7 / 7
sky130_fd_sc_hd__o31ai_1: 6 / 6
sky130_fd_sc_hd__nor4_1: 8 / 8
sky130_fd_sc_hd__inv_1: 21 / 21
sky130_fd_sc_hd__nor2_1: 27 / 27
sky130_fd_sc_hd__or3_1: 9 / 9
sky130_fd_sc_hd__nor3_1: 18 / 18
power by group through the flow:
stage,Clock [W],Combinational [W],Sequential (W)
after CTS,0.000234,0.000241,0.000389
after global routing,0.000246,0.000270,0.000394
final,0.000223,0.000241,0.000390
logic make-up (layout without fill, tap and decap cells):
logic type	after synthesis	in the layout
simple gates	189	189
compound gates	86	86
flops	56	56
buf+inv	47	49
xor+xnor	19	19
fa+ha+maj	17	17
mux	5	5
per-stage QoR:
| stage | setup slack, ps | total power, W | cells | hold WS, ps | util |
|---|---|---|---|---|---|
| after floorplan | 1770 | 0.000580 | 419 | 426 | - |
| after CTS | 1320 | 0.000864 | 526 | 502 | 0.458 |
| after global placement | 1070 | 0.000636 | 518 | 470 | 0.446 |
| after global routing | 1010 | 0.000910 | 526 | 525 | 0.458 |
| final | 1330 | 0.000854 | 526 | 497 | 0.458 |
| after detailed placement | 990 | 0.000636 | 518 | 467 | 0.446 |
final cells by class:
type                            count  area share
Multi-Input combinational cell    316       0.578
Sequential cell                    56       0.292
Timing Repair Buffer               19      0.0462
Tap cell                          105      0.0342
Inverter                           22      0.0215
Clock buffer                        6      0.0189
Clock inverter                      2     0.00912
worst paths after layout:
check,cells after the start,endpoint,startpoint
setup / recovery,15,OUT[4]$_SDFFE_PP0P_,IN_VALID
hold / removal,1,OUT[5]$_SDFFE_PP0P_,OUT[5]$_SDFFE_PP0P_
setup reg to reg,15,OUT[3]$_SDFFE_PP0P_,top[1]$_SDFF_PP1_
hold reg to reg,1,OUT[5]$_SDFFE_PP0P_,OUT[5]$_SDFFE_PP0P_
Power is estimated from default activity; no workload was simulated.
