--- design.v ---
`timescale 1ns / 1ps
module state_control(
	input CLK, START, RESET, BTN_PLAYER1, BTN_PLAYER2,
	input [3:0] iSW,
	output [7:0] OLED,
	output reg [8:0] occupied,
	output reg [8:0] symbol
);
localparam IDLE = 2'd0;
localparam PLAYER1 = 2'd1;
localparam PLAYER2 = 2'd2;
localparam FINISH = 2'd3;
localparam NO_WIN = 2'd0;
localparam PLAYER1_WIN = 2'd1;
localparam PLAYER2_WIN = 2'd2;
localparam DRAW_GAME = 2'd3;
reg [1:0] WIN, state;
reg [1:0] next_win, next_state;
assign OLED = {WIN, 4'b0, state};
always @(posedge CLK)
begin
	if (RESET) begin
		state <= IDLE;
		WIN <= NO_WIN;
	end else begin
		state <= next_state;
		WIN <= next_win;
	end
end
reg py1_draw, py2_draw;
always @(*)
begin
	if (iSW > 0 && iSW <= 9 && ~occupied[iSW-1]) begin
		py1_draw = BTN_PLAYER1;
		py2_draw = BTN_PLAYER2;
	end else begin
		py1_draw = 1'b0;
		py2_draw = 1'b0;
	end
end
always @(posedge CLK)
begin
	if (RESET) begin
		occupied = 9'b0;
		symbol = 9'b0;
	end else if (iSW > 0 && iSW <= 9) begin
		if (state == PLAYER1 && py1_draw) begin
			occupied[iSW-1] = 1'b1;
			symbol[iSW-1] = 1'b0;
		end else if (state == PLAYER2 && py2_draw) begin
			occupied[iSW-1] = 1'b1;
			symbol[iSW-1] = 1'b1;
		end
	end
end
reg [8:0] next_occupied, next_symbol;
always @(*)
begin
	next_occupied = occupied;
	next_symbol = symbol;
	if ((state == PLAYER1 && py1_draw) || (state == PLAYER2 && py2_draw))
		next_occupied = occupied | (1'b1 << (iSW-1'b1));
	if (state == PLAYER2 && py2_draw)
		next_symbol = symbol | (1'b1 << (iSW-1'b1));
end
always @(*)
begin
	if (WIN == PLAYER1_WIN)
		next_win = PLAYER1_WIN;
	else if (WIN == PLAYER2_WIN)
		next_win = PLAYER2_WIN;
	else if (WIN == DRAW_GAME)
		next_win = DRAW_GAME;
	else begin
		next_win = NO_WIN;
		if ((state == PLAYER1 && py1_draw) || (state == PLAYER2 && py2_draw)) begin
			if (next_occupied[0] && next_occupied[1] && next_occupied[2])
				if (next_symbol[0] == next_symbol[1] && next_symbol[1] == next_symbol[2])
					if (next_symbol[0])
						next_win = PLAYER2_WIN;
					else
						next_win = PLAYER1_WIN;
			if (next_occupied[3] && next_occupied[4] && next_occupied[5])
				if (next_symbol[3] == next_symbol[4] && next_symbol[4] == next_symbol[5])
					if (next_symbol[3])
						next_win = PLAYER2_WIN;
					else
						next_win = PLAYER1_WIN;
			if (next_occupied[6] && next_occupied[7] && next_occupied[8])
				if (next_symbol[6] == next_symbol[7] && next_symbol[7] == next_symbol[8])
					if (next_symbol[6])
						next_win = PLAYER2_WIN;
					else
						next_win = PLAYER1_WIN;
			if (next_occupied[0] && next_occupied[3] && next_occupied[6])
				if (next_symbol[0] == next_symbol[3] && next_symbol[3] == next_symbol[6])
					if (next_symbol[0])
						next_win = PLAYER2_WIN;
					else
						next_win = PLAYER1_WIN;
			if (next_occupied[1] && next_occupied[4] && next_occupied[7])
				if (next_symbol[1] == next_symbol[4] && next_symbol[4] == next_symbol[7])
					if (next_symbol[1])
						next_win = PLAYER2_WIN;
					else
						next_win = PLAYER1_WIN;
			if (next_occupied[2] && next_occupied[5] && next_occupied[8])
				if (next_symbol[2] == next_symbol[5] && next_symbol[5] == next_symbol[8])
					if (next_symbol[2])
						next_win = PLAYER2_WIN;
					else
						next_win = PLAYER1_WIN;
			if (next_occupied[0] && next_occupied[4] && next_occupied[8])
				if (next_symbol[0] == next_symbol[4] && next_symbol[4] == next_symbol[8])
					if (next_symbol[0])
						next_win = PLAYER2_WIN;
					else
						next_win = PLAYER1_WIN;
			if (next_occupied[2] && next_occupied[4] && next_occupied[6])
				if (next_symbol[2] == next_symbol[4] && next_symbol[4] == next_symbol[6])
					if (next_symbol[2])
						next_win = PLAYER2_WIN;
					else
						next_win = PLAYER1_WIN;
			if (next_win == NO_WIN && next_occupied == 9'b111111111)
				next_win = DRAW_GAME;
		end
	end
end
always @(*)
begin
	case (state)
		IDLE:
			if (START)
				next_state = PLAYER1;
			else
				next_state = IDLE;
		PLAYER1:
			if (py1_draw)
				if (next_win)
					next_state = FINISH;
				else
					next_state = PLAYER2;
			else
				next_state = PLAYER1;
		PLAYER2:
			if (py2_draw)
				if (next_win)
					next_state = FINISH;
				else
					next_state = PLAYER1;
			else
				next_state = PLAYER2;
		default: next_state = FINISH;
	endcase
end
endmodule
--- config.mk ---
export PLATFORM = sky130hd
export DESIGN_NAME = state_control
export DESIGN_NICKNAME = state_control
export VERILOG_FILES = /design/flow/design.v
export SDC_FILE = /design/flow/constraint.sdc
export NUM_CORES = 4
export LEC_CHECK = 1
export CORE_AREA = 10 10 110 110
export DIE_AREA = 0 0 120 120
--- run.sh ---
#!/bin/bash
# OpenROAD 26Q1-2900-gdf79404cd8, Yosys 0.63+post, stock flow scripts
make -C /OpenROAD-flow-scripts/flow DESIGN_CONFIG=/design/flow/config.mk WORK_HOME=/design/flow/orfs finish
--- constraint.sdc ---
current_design state_control

set clk_period 8.5
set clk_io_pct 0.2

create_clock -name clk0 -period $clk_period [get_ports {CLK}]

set non_clock_inputs [all_inputs -no_clocks]
set_input_delay [expr $clk_period * $clk_io_pct] -clock clk0 $non_clock_inputs
set_output_delay [expr $clk_period * $clk_io_pct] -clock clk0 [all_outputs]
==> qor.yml <==
synth:
  syn-cell-area_um2: 2330
  yosysChipArea_um2: 2330
  edf_count: 0
  ff_type: "dfxtp_1"
  top_cell_area_share: 0.189
  synthCells: 291
  yosysUniqueCellTypes: 69
  yosysWarnings: 1
  numSynthFlops: 22
  yosys_cells: 291
  largest_area_cell: "dfxtp_1"
  top_cell: "nor2_1"
  synthTopCellsByCount: "nor2_1, dfxtp_1, nand2_1, a21oi_1, ha_1"
  syn_avg_cell_area_um2: 8.01
  synthTopCellsByArea: "dfxtp_1, ha_1, nor2_1, a21oi_1, a41o_1"
  ys_seq_frac: 0.189
  async_flop_share: 0
sta:
  slew_violations: 0
  timing.setup.tns_ps: 0
  setup_viol: 0
  setup_ws_ps: 1940
  hold_violations: 0
  fmax_mhz: 153
  tightest_slew_ps: 919
  worst_clock_skew_ps: 7.91
  rsz0062_at_grt: "no"
  slew_headroom: 0.388
  fin_crit_sh: 0.771
  min_period_ps: 6560
placed_design:
  gp_congestion: 0.951
  io_buffer_count: 30
  dpl-instance-area_um2: 2710
  place_ws_ps: 1660
  hpwl_mm: 5.88
critical_path:
  slowest_stage: "clkdlybuf4s50_1"
  r2r-start: "occupied[2]"
  path_class: "input pin to flop"
  startpoint_type: "input pin"
  cp.arrival_ps: 6720
  ff2ff_setup_slack_ps: 4580
  critical_path.top_delay_family: "simple AND/OR/NAND/NOR gates"
  cp-startpoint: "iSW[0]"
  crit_buf_inv: 2
  endpoint_kind: "flop"
  crit_fanout: 18
  cp_data_required_time_ps: 8660
  critPathMaxStageDelay_ps: 930
  path_cells: "clkdlybuf4s50_1 -> inv_2 -> ha_1 -> o41ai_2 -> nand3_1 -> ha_1 -> or4b_2 -> nor4_1 -> nand4b_1 -> a211o_1 -> or3_1 -> nor2_1 -> nand3_1 -> mux2i_1 -> nor2_1"
run_status:
  status: "finished, final reports clean"
routing:
  via_count: 2392
  antennaDiodeCount: 0
  dr.pass1.iters: 4
  via_per_inst: 5.38
  dr.max_layer_used: "met4"
  wl_met1_mm: 3.25
  route.met2.wl_mm: 3.40
  finalWirelength_mm: 7.39
  postRouteAntennaNets: 0
  drc: 0
  wl_met3_um: 632
  drtIter0Drc: 160
  routedWlPerCell_um: 16.6
pwr:
  power_frac_comb: 0.236
  powerDensity_nw_per_um2: 97.7
  switching_share: 0.295
  power.share.clock: 0.375
  p_int_mw: 0.192
  ir_drop_mv: 0.0689
  power_leakage_nw: 1.02
  p_switching_mw: 0.0800
  pwr-share-seq: 0.388
layout:
  drive_above_1_share: 0.106
  post-route-cell-area_um2: 2780
  fin_util: 0.284
  area_growth_syn_to_layout_pct: 19.2
global_route:
  grt_pass1_wl_mm: 12.1
  grt-ovfl-total: 0
  grt_pass1_vias: 2296
  grt_max_degree: 23
  antenna_found_initial: 0
  grtUsageTotal: 0.101
floorplanning:
  die_area_um2: 14400
  row_count: 36
  die_y_um: 120
  ioPinCount: 35
  core_um2: 9770
  initial_core_util: 0.239
  die-width_um: 120
clocking:
  cts-root-buf: "clkbuf_8"
  cts.htree.levels: 1
  ctsResizeCount: 0
  clk_pin_slew_ps: 80
  cts_made_buffers: 3
  clk_latency_ps: 270
  cts_tree: "built"
  cts_setup_buffers: 0
  ctsHoldBuffers: 0
  cts_sinks: 22
  cts.path.max_buffers: 2
worst_hold_path:
  worstHoldStart: "occupied[4]"
  holdCritPathClass: "flop to flop"
job:
  drv_cap: 0
  openroad.warnings: 31
## cell usage in the layout, fill, tap and decap left out, types with 7 or more instances in the layout
cell,instances
a31oi_1,8
nor4_1,7
and2_1,7
nand3_1,9
dfxtp_1,22
nor2_1,36
a41o_1,7
nand2_1,17
ha_1,14
inv_1,13
nor3_1,13
a21oi_1,16
clkdlybuf4s50_1,30
## final timing paths
| path | depth (start not counted) | to |
|---|---|---|
| setup / recovery | 15 | flop |
| setup reg to reg | 10 | state[1] |
| hold reg to reg | 2 | occupied[4] |
| hold / removal | 2 | occupied[4] |
## layer usage
layer	track usage	up-vias
li1	-	1166
met1	0.138	1131
met2	0.161	84
met3	0.0271	11
met4	0.0158	0
met5	0	-
## worst register-to-register path, stage by stage (launching register included)
cell      delay, ps
dfxtp_1         380
mux4_2          480
o221ai_2        720
a31oi_1         340
a211o_1         400
or4_1           510
a211o_1         320
a21oi_1         150
o221a_2         210
and4b_1         230
a31oi_1          90
## cell families (layout without fill, tap and decap cells)
logic type                 count (synthesis)  in the layout  share of synthesized area
muxes                                      7              7                     0.0413
buffers and inverters                     32             50                     0.0730
adders and majority gates                 14             14                     0.0751
xor gates and xnor gates                   2              2                    0.00751
DFF                                       22             22                      0.189
other                                      1              4                    0.00161
AOI/OAI and AO/OA                         91             91                      0.331
and+or+nand+nor                          122            122                      0.282
## per-stage QoR
stage | hold slack, ps | power [mW] | cells
global route | 565 | 0.284 | 445
detailed placement | 505 | 0.172 | 441
finish | 516 | 0.272 | 445
CTS | 520 | 0.274 | 445
global placement | 507 | 0.171 | 441
floorplan | 436 | 0.156 | 294
## power groups by stage
stage         clock network [mW]  logic [mW]  registers (mW)
CTS                        0.105      0.0640           0.106
global route               0.107      0.0707           0.106
finish                     0.102      0.0641           0.105
## layout make-up
cell class / instances / area (um^2)
fillers: 1053 / 7000
multi-input cells: 240 / 1730
flip-flops and latches: 22 / 440
repair buffers: 32 / 315
well taps: 133 / 166
inverters: 14 / 52.6
clock buffers: 3 / 41.3
clock inverters: 1 / 30.0
Power and IR drop assume default switching activity.
