<file path="design/flow/design.v">
`timescale 1ns / 1ps
module draw_symbols(
	input reset,
	input [10:0] vcounter,
	input [11:0] hcounter,
	input visible,
	input [8:0] occupied,
	input [8:0] symbol,
	output reg VGA_R,
	output reg VGA_G,
	output reg VGA_B
);
wire [10:0] down;
wire [11:0] left;
assign down = (479-384)/2;
assign left = (639-384)/2;
wire draw_out;
wire [3:0] row, col;
reg [1:0] select;
always @(*)
begin
	if (hcounter >= left && hcounter < left+384 && vcounter >= down && vcounter < down+384) begin : selblock
		integer j;
		j = 3*((vcounter-down)/128)+(hcounter-left)/128;
		if (occupied[j])
			select = symbol[j]+1;
		else
			select = 0;
	end else
		select = 0;
end
assign row = ((vcounter-down)%128)/8;
assign col = ((hcounter-left)%128)/8;
word w(draw_out, row, col, select);
always @(*)
begin
	if (visible && ~reset) begin
		VGA_R = 1'b1;
		VGA_G = 1'b1;
		VGA_B = 1'b1;
		if (hcounter >= left && hcounter < left+384 && vcounter >= down && vcounter < down+384) begin
			if (draw_out) begin
				VGA_R = 1'b0;
				VGA_G = 1'b0;
				VGA_B = 1'b0;
			end else begin
				VGA_R = 1'b1;
				VGA_G = 1'b1;
				VGA_B = 1'b1;
			end
		end
		if (hcounter ==left & vcounter>=down & vcounter<down+384)
		begin
			VGA_R=1'b0;
			VGA_G=1'b0;
			VGA_B=1'b0;
		end
		if (hcounter>=left+127 & hcounter<=left+128 & vcounter>=down & vcounter<down+384)
		begin
			VGA_R=1'b0;
			VGA_G=1'b0;
			VGA_B=1'b0;
		end
		if (hcounter>=left+255 & hcounter<=left+256 & vcounter>=down & vcounter<down+384)
		begin
			VGA_R=1'b0;
			VGA_G=1'b0;
			VGA_B=1'b0;
		end
		if (hcounter==left+384 & vcounter>=down & vcounter<down+384)
		begin
			VGA_R=1'b0;
			VGA_G=1'b0;
			VGA_B=1'b0;
		end
		if (hcounter>=left & hcounter<=left+384 & vcounter==down)
		begin
			VGA_R=1'b0;
			VGA_G=1'b0;
			VGA_B=1'b0;
		end
		if (hcounter>=left & hcounter<=left+384 & vcounter>=down+127 & vcounter<=down+128)
		begin
			VGA_R=1'b0;
			VGA_G=1'b0;
			VGA_B=1'b0;
		end
		if (hcounter>=left & hcounter<=left+384 & vcounter>=down+255 & vcounter<=down+256)
		begin
			VGA_R=1'b0;
			VGA_G=1'b0;
			VGA_B=1'b0;
		end
		if (hcounter>=left & hcounter<=left+384 & vcounter==down+384)
		begin
			VGA_R=1'b0;
			VGA_G=1'b0;
			VGA_B=1'b0;
		end
	end else begin
		VGA_R=1'b0;
		VGA_G=1'b0;
		VGA_B=1'b0;
	end
end
endmodule
`timescale 1ns / 1ps
module word(
	output word,
	input [3:0] row, col,
	input [1:0] select
);
reg [15:0] line[15:0];
integer i;
always @(*)
begin
	if (select == 1) begin
		line[0] = 16'b0000000000000000;
		line[1] = 16'b0000000000000000;
		line[2] = 16'b0000111111110000;
		line[3] = 16'b0001111111111000;
		line[4] = 16'b0011100000011100;
		line[5] = 16'b0111000000001110;
		line[6] = 16'b0111000000001110;
		line[7] = 16'b0111000000001110;
		line[8] = 16'b0111000000001110;
		line[9] = 16'b0111000000001110;
		line[10] =16'b0111000000001110;
		line[11] =16'b0111000000001110;
		line[12] =16'b0111000000001110;
		line[13] =16'b0011111111111100;
		line[14] =16'b0001111111111000;
		line[15] =16'b0000000000000000;
	end else if (select == 2) begin
		line[0] = 16'b0000000000000000;
		line[1] = 16'b1110000000000111;
		line[2] = 16'b0111000000001110;
		line[3] = 16'b0011100000011100;
		line[4] = 16'b0001110000111000;
		line[5] = 16'b0000111001110000;
		line[6] = 16'b0000011111100000;
		line[7] = 16'b0000001111000000;
		line[8] = 16'b0000001111000000;
		line[9] = 16'b0000011111100000;
		line[10] =16'b0000111001110000;
		line[11] =16'b0001110000111000;
		line[12] =16'b0011100000011100;
		line[13] =16'b0111000000001110;
		line[14] =16'b1110000000000111;
		line[15] =16'b0000000000000000;
	end else for (i=0; i<16; i=i+1)
		line[i] = 16'b0;
end
assign word = (select == 0) ? 1'b0 : (line[row] >> (~col)) % 2;
endmodule
</file>
<file path="design/flow/run.sh">
#!/bin/bash
# OpenROAD 26Q1-2900-gdf79404cd8, Yosys 0.63+post, stock flow scripts
make -C /OpenROAD-flow-scripts/flow DESIGN_CONFIG=/design/flow/config.mk WORK_HOME=/design/flow/orfs finish
</file>
<file path="design/flow/config.mk">
export PLATFORM = sky130hd
export DESIGN_NAME = draw_symbols
export DESIGN_NICKNAME = draw_symbols
export VERILOG_FILES = /design/flow/design.v
export SDC_FILE = /design/flow/constraint.sdc
export NUM_CORES = 4
export LEC_CHECK = 1
export CORE_AREA = 10 10 103 103
export DIE_AREA = 0 0 113 113
</file>
<file path="design/flow/constraint.sdc">
current_design draw_symbols

set clk_period 14.3
set clk_io_pct 0.2

create_clock -name clk0 -period $clk_period

set non_clock_inputs [all_inputs -no_clocks]
set_input_delay [expr $clk_period * $clk_io_pct] -clock clk0 $non_clock_inputs
set_output_delay [expr $clk_period * $clk_io_pct] -clock clk0 [all_outputs]
</file>
==> impl_metrics.py <==
# Auto-generated metrics
metrics = {
    "final_timing": {
        "max_freq_ghz": 0.0843,
        "final-hold-violation-count": 0,
        "fin_crit_ns": 11.86,
        "tns_ns": 0,
        "rsz0062_at_grt": "false",
        "timing.max_slew.rel_slack_pct": 51.7,
        "final.period_utilization_pct": 82.9,
        "max_slew.worst_pin.slew_ns": 0.723,
        "slew_viol_final": 0,
        "finalHoldWorstSlack_ns": 6.75,
        "setup_viol": 0,
    },
    "drt": {
        "wl_um": 5110,
        "num_vias": 1965,
        "first_iter_violations": 74,
        "antenna-diode-count": 0,
        "drt_first_pass_iters": 4,
        "remaining_drc_errors": 0,
        "remaining_antenna_violation_count_after_routing": 0,
        "detail_route.wl_per_cell_um": 13.3,
        "route.detailed.vias_per_inst": 5.13,
    },
    "final_layout": {
        "logic_area_um2": 1560,
        "final_layout_size_suffix_gt1_share_pct": 7.55,
        "final_common_cell": "sky130_fd_sc_hd__clkdlybuf4s50_1",
        "sequential_cell_total": 0,
        "final.fill_count": 884,
        "nClkBuffers": 0,
        "layout_top_cells": "sky130_fd_sc_hd__clkdlybuf4s50_1 (46), sky130_fd_sc_hd__nand2_1 (31), sky130_fd_sc_hd__nor2_1 (21)",
        "final-seq-area_um2": 0,
        "flow.area_growth_from_synthesis_pct": 26.9,
    },
    "critical_path": {
        "start_kind": "primary input",
        "cpMaxStageDelayCell": "sky130_fd_sc_hd__clkdlybuf4s50_1",
        "crit_required_ns": 11.44,
        "timing.critical_path.slowest_cell_delay_ns": 0.78,
        "worst_ep_arrival_time_ns": 9.00,
        "crit_path_end_kind": "primary output",
        "critical_path_peak_fanout": 21,
        "worst-setup-path-type": "primary input to primary output",
        "critical_path_cell_by_cell": "clkdlybuf4s50_1, a41o_1, a21o_4, or3_4, nand2_1, xnor2_1, ha_1, ha_1, xnor2_1, and3_1, nand2_1, o21ai_0, nor3b_1, nand2_1, or2_1, ha_1, o2111ai_1, o31ai_1, nor4_1, a221oi_1, a211oi_1, o22ai_1, a21oi_1, clkdlybuf4s50_1",
    },
    "place": {
        "dp.final_hpwl_um": 4310,
        "buffer_ports.inserted": 46,
        "gp_routability_congestion": 0.904,
    },
    "grt": {
        "grt-ovfl-total": 0,
        "antenna_violations_before_repair": 0,
        "grt_max_degree": 23,
        "first_global_vias": 1787,
        "grt_util_all_layers_pct": 7.44,
        "global_route_wire_length_before_repair_um": 8400,
    },
    "min_path": {
        "hold_class": "primary input to primary output",
        "min_delay_path_depth": 5,
    },
    "floorplanning": {
        "chipHeight_um": 113,
        "die_width_um": 113,
        "floorplan.initialDensity_pct": 20.8,
        "std_cell_rows": 33,
        "io_pins": 46,
        "fp.dieArea_um2": 12800,
        "floorplan.core_area_um2": 8300,
    },
    "yosys": {
        "synthDistinctLibCells": 59,
        "synth_sequential_area_ratio_pct": 0,
        "chip_area_yosys_um2": 1730,
        "netlist_instances": 252,
        "top_cells_by_area": "sky130_fd_sc_hd__ha_1 (8.7%), sky130_fd_sc_hd__xnor2_1 (7.6%), sky130_fd_sc_hd__nand2_1 (6.7%)",
        "yosys_cells": 252,
        "post-synth-top-area-fraction_pct": 8.70,
        "biggest_area_consumer_among_synthesized_cells": "sky130_fd_sc_hd__ha_1",
        "syn_area_per_cell_um2": 6.85,
        "post_syn_area_um2": 1730,
        "ys.warnings.count": 3,
    },
    "clocking": {
        "postCtsSetupRepairBufs": 0,
        "cts_hold_buf": 0,
        "cts-resized-gates": 0,
    },
    "power": {
        "leakage_nw": 0.755,
        "vdd_ir_drop_max_v": 0.0000225,
        "pwr_density_cell_nw_per_um2": 34.4,
    },
    "run_status": {
        "outcome": "finished, final reports clean",
    },
    "flow_run": {
        "warnings": 34,
        "maxCapViolations": 0,
    },
}
[layer usage]
layer	share of wire (%)	wire length (um)	GRT usage, %	vias to the layer above
met5	0	0	0	-
met4	2.4	121	1.78	0
met3	5.8	298	1.18	10
met2	48	2450	12.7	63
met1	44	2240	9.53	896
li1	-	-	-	996
[critical path, delay by kind of cell]
| kind | cells | cell delay [ns] |
|---|---|---|
| xor gates and xnor gates | 2 | 0.33 |
| and+or+nand+nor | 8 | 1.72 |
| buffers and inverters | 2 | 1.30 |
| AOI/OAI and AO/OA | 9 | 1.80 |
| adders and majority gates | 3 | 0.97 |
[final timing paths]
kind	from	endpoint
max	vcounter[4]	VGA_R
min	reset	VGA_G
[metrics by stage]
stage | worst slack [ns] | utilization (%) | instances | instance area [um2] | power (mW)
detailed placement | 2.44 | 26.4 | 383 | 2190 | 0.0757
global placement | 2.47 | 26.4 | 383 | 2190 | 0.0759
global route | 1.91 | 26.4 | 383 | 2190 | 0.0836
finish | 2.44 | 26.4 | 383 | 2190 | 0.0754
floorplan | 4.10 | - | 252 | 1730 | 0.0540
CTS | 2.39 | 26.4 | 383 | 2190 | 0.0761
[kinds of logic (layout without fill, tap and decap cells)]
kind of cell,Yosys count,in the layout,share of synthesized area [%]
fa+ha+maj,14,14,10.4
compound gates,71,71,30.8
buf+inv,30,56,9.79
simple gates,114,114,33.9
mux,6,6,6.38
xor+xnor,17,17,8.63
[cell type report]
| cell class | count | share of cell area [%] |
|---|---|---|
| Inverter | 9 | 1.54 |
| Multi-Input combinational cell | 222 | 71.1 |
| Tap cell | 105 | 6.00 |
| Timing Repair Buffer | 47 | 21.4 |
[where the power goes]
group | internal, mW | switching [mW] | total, mW
clock network | 0 | 0 | 0
registers | 0 | 0 | 0
logic | 0.0389 | 0.0365 | 0.0754
total | 0.0389 | 0.0365 | 0.0754
[synthesized netlist by cell type, drive strengths merged, types with 7 or more instances]
master and count:
nor3 10, nand3 11, buf 17, nand2 31, xnor2 15, o21ai 13
ha 12, inv 9, nor2 21, a21oi 15, nor2b 8, or3 7
Power and IR drop assume default switching activity.
